--- design/flow/run.sh ---
#!/bin/bash
# OpenROAD 26Q1-2900-gdf79404cd8, Yosys 0.63+post, stock flow scripts
make -C /OpenROAD-flow-scripts/flow DESIGN_CONFIG=/design/flow/config.mk WORK_HOME=/design/flow/orfs finish
--- design/flow/constraint.sdc ---
current_design debouncer

set clk_period 4.9
set clk_io_pct 0.2

create_clock -name clk0 -period $clk_period [get_ports {clk_i}]

set non_clock_inputs [all_inputs -no_clocks]
set_input_delay [expr $clk_period * $clk_io_pct] -clock clk0 $non_clock_inputs
set_output_delay [expr $clk_period * $clk_io_pct] -clock clk0 [all_outputs]
--- design/flow/design.v ---
`timescale 1ns / 1ps
module debouncer(clk_i, reset_i, buttonin_i, buttonout_o);
    input             clk_i, reset_i, buttonin_i;
    output reg        buttonout_o;
    reg               o_yet;
    reg   [15:0]       MAX,counter;
    initial begin
        o_yet   = 0;
        counter = 16'b0000000000000000;
        MAX     = 50000;
        buttonout_o=0;
    end
    always @ (posedge clk_i or negedge reset_i) begin
        if (reset_i==0) begin
            o_yet       = 0;
            counter = 16'b0000000000000000;
         end 
         else begin
            if(buttonin_i) 
                if(o_yet)
                    buttonout_o = 0;                     
                else begin
                    counter = counter + 1'b1;
                    if (counter==MAX) begin
                        buttonout_o = 1;                 
                        o_yet       = 1;
                        counter     = 16'b0000000000000000;
                    end
                    else
                        buttonout_o = 0;                 
                end
           else begin
                buttonout_o = 0;                         
                o_yet       = 0;
                counter     = 16'b0000000000000000;
           end
        end
    end
endmodule
--- design/flow/config.mk ---
export PLATFORM = sky130hd
export DESIGN_NAME = debouncer
export DESIGN_NICKNAME = debouncer
export VERILOG_FILES = /design/flow/design.v
export SDC_FILE = /design/flow/constraint.sdc
export NUM_CORES = 4
export LEC_CHECK = 1
export CORE_AREA = 10 10 92 92
export DIE_AREA = 0 0 102 102
==> COMMIT_EDITMSG <==
Record implementation results from latest flow run

* Register bit count reported by yosys: 18
* Final-report max-slew violation count: 0
* Hold WS: slightly below 0.6 ns
- Clk latency of the worst-skew pair: 0.26 ns
* Netlist area before placement: 1160 um2
- Standard-cell rows: 29
- Critical-path cell list: clkdlybuf4s50_1 > and4b_1 > a31oi_1 > o21ai_1
- Dividing the detail-routed via count by the number of cells gives 4.65.
- Routed Antenna Nets: 0
* Internal: 230 uW
- Post-detailed-placement cell area: 1260 um2
- Required time reported for the critical path endpoint: 5.03 ns
- The transition time recorded at the tightest slew-check pin is 0.741 ns.
- In this run the worst path has a maximum fanout of 26.
* Maximum operating frequency: 438 MHz
* Total cell area reported by yosys after synthesis: 1160 um2
- Logic gate share of total power: 5.0%
- Per the slew report, the remaining headroom to the max-slew limit stands at 50.4%.
- Area Overhead vs Synth: 13.7%
* Layout Skew: 0.00419 ns
- The final route contains 943 vias.
- The flow ran to the end, and the final reports show no timing, DRC or antenna violations.
* Fraction of final layout cells sized beyond drive strength 1: 8.73%
* Share of the clock period used by the worst path: 46.6%
* Final count of hold timing violations: 0
- Post-synth tally of flip-flops with integrated enable: 1
* Most frequent logic cell in the layout: dfrtp_1
* Top post-synthesis cells by area: dfrtp_1, xnor2_1, nand3_1
- The number of setup buffers added after CTS is 0.
* Cts repair resizes: 0
- Maximum single-stage delay on the critical path: 0.80 ns
- Total DRC errors in the routed layout: 0
- For this run the detailed placement stage logged an HPWL of 1.64 mm.
- Critical path arrival: 2.41 ns
* Cell depth of the worst flop-to-flop path: 6
* Number of detailed-routing iterations run before antenna repair: 4
* Routability cong.: between 0.8 and 0.9
* Area of all placed cells without fillers: approximately 1300 um2
- Total leakage power: 0.493 nW
* Reg2reg end: counter[4]$_DFFE_PN0P_
* Clock share of power: 42.7%
- In this run the biggest area consumer among cell types represents a little under two fifths of the synthesized area.
* Number of buffers created by CTS: 3
* Worst min path class: flop to flop
- For this run, the final setup violation count is recorded as 0.
- Min-Delay Path Depth: 2
- Avg WL per Cell: 12.0 um
* Clock tree from TritonCTS: done
- Once layout is complete, the cells apart from fillers number 203.
* Worst setup path class: input pin to flop
- For this design the top-level I/O count stands at 4.
- Maximum number of pins on one net before global-route repair: 27
- Register-to-register setup slack: between 2 and 3 ns
* Most common reg cell: dfrtp_1
* Category of the worst setup path capture point: flop
- Looking at the reg2reg group, the worst path starts from counter[4]$_DFFE_PN0P_.
- Final Worst Setup Slack: between 2 and 3 ns
* Wire length reported by the detailed router: 2.43 mm
* Worst supply voltage drop on vdd: 0.212 mV
* Die height: 102 um
- For this run, the register share of the synthesized area comes to 39.3%.
- Vias in the first global route: 867
- Count of different cell masters after synthesis: 38
- The biggest area contributor in the post-synthesis netlist is dfrtp_1.
- For this run the aggregate overflow at the end of global routing stands at 0.
- Crit path launch type: input pin
* Reported net switching power: roughly 67 uW
- After clock tree synthesis, the flow added hold-fix buffers numbering 0.
* Buffers on Ports: 3
- Per the CTS log, the maximum H-tree level is 1.
- Clock root buffer: clkbuf_8
- The CTS log lists the clock sinks for this run as 18.
- The routed design could run at a clock period as short as 2.29 ns.
- Of all flip-flops after synthesis, the portion carrying an async set or reset was between 90% and 100%.
* Antenna violations before repair: 0
- Total tool warning count: 25
- The path with the worst hold slack has its endpoint at counter[15]$_DFFE_PN0P_.
- Maxcap violations: 0
- Total instance count after detailed placement: a little under 200
* Worst-path clk slew: 0.08 ns
* Number of buffers on the longest clock path: 2
- Count of instantiated cells in the yosys netlist: 125
* Global-route wire length before repair: between 4 and 5 mm
- Fill cell total of the finished layout: 692
- Sequential cells burn around 52% of the power.
* GRT Util Overall: 4.79%
* Overall die width: 102 um
- Pre-CTS worst setup slack: 2.33 ns
* YS warnings: 1
- Post-layout total power: 297 uW
- The share of the core area taken by cells at floorplan is 17.9%.
- In the routed netlist, the antenna diode instances number 0.
- Cells fill 20.4% of the core in the end.
- Setup repair after global routing left no endpoint under its margin.
- Per the OpenROAD floorplan log, the area of the core is 6460 um2.
- Start point of the worst min-delay path: counter[15]$_DFFE_PN0P_
- Post-synthesis average cell area: ~9.3 um2
- Synthesized netlist cell count: 125
- Total negative slack for setup checks: 0 ns
- Slowest stage cell on the critical path: clkdlybuf4s50_1
- The top cell types in the final layout, fill and taps aside, are dfrtp_1, nand3_1, nand2_1, xnor2_1, and2_1.
- DIE AREA: about 10000 um2
- Switching share of power: 22.5%
- DR iter-0 viols: 46
- Power per cell area: 225 nW/um2
logic make-up (layout without fill, tap and decap cells):
kind of cell             Yosys count  after routing  share of synthesized area [%]
buffers and inverters             10             11                           3.56
adder cells (fa/ha/maj)            1              1                           1.08
XOR/XNOR                          12             12                           9.07
AND-OR/OR-AND                     22             22                           13.2
flip-flops                        18             18                           39.3
AND/OR/NAND/NOR                   62             62                           33.8
state kept, by name (all words and copies together), names as in the netlist:
signal / count
counter: 16
buttonout_o: 1
o_yet: 1
critical path, delay by kind of cell:
family / cells / cell delay, ns
buffers and inverters: 1 / 0.80
AND-OR/OR-AND: 2 / 0.22
AND/OR/NAND/NOR: 1 / 0.41
routing by layer:
layer	part of all wire (%)	global-route usage [%]	vias up
met5	0	0	-
met4	0.70	0.217	0
met3	3.6	1.09	2
met2	40	7.21	17
met1	55	7.19	458
li1	-	-	466
cells in the mapped netlist (2+ instances only):
cell type and instances:
and2_1 8, nor3b_1 2, xor2_1 3, nand4_1 5, nand2_1 10, o21ai_1 4, and3_1 3, nor3_1 2
clkbuf_1 3, o21ai_0 5, dfrtp_1 17, nor4b_1 3, inv_1 2, and4b_1 2, nor2_1 6, buf_2 3
nand3_1 13, a211oi_1 3, a31oi_1 4, xnor2_1 9
power by group through the flow:
stage | combinational [mW] | sequential [mW] | clock [mW]
5_1_grt | 0.0176 | 0.156 | 0.138
6_report | 0.0149 | 0.155 | 0.126
4_1_cts | 0.0152 | 0.155 | 0.130
worst max-delay path by stage:
stage | start | endpoint | depth (start not counted)
CTS | buttonin_i | counter[8]$_DFFE_PN0P_ | 4
global route | counter[0]$_DFFE_PN0P_ | counter[14]$_DFFE_PN0P_ | 6
finish | buttonin_i | counter[8]$_DFFE_PN0P_ | 4
area by class of cell:
type | count | area [um2] | share of cell area [%]
inverters | 3 | 11.3 | 0.855
repair buffers | 4 | 37.5 | 2.85
flip-flops and latches | 18 | 455 | 34.6
clock buffers | 4 | 55.1 | 4.18
well taps | 77 | 96.3 | 7.31
multi-input cells | 97 | 662 | 50.2
Power is estimated from default activity; no workload was simulated.
