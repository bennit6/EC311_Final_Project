==> design.v <==
`timescale 1ns / 1ps
module gavity_direction(clk, reset, is_dead, switch, lines, height, dir);
    input       clk, reset, switch, is_dead;
    input [2:0] lines;
    input [8:0] height;
    output reg  dir;
    reg         next;
    initial begin
        dir=0;
    end
    always @ (posedge clk) begin
        if (reset==0)
            dir <= 0;
        else if (is_dead==0)
            dir <= next;
    end
    always @ (*) begin
        next = dir;
        if (switch==1)
            if (dir==0) begin
                if(height==120 & lines[0] | height==240 & lines[1])
                    next = ~dir;
            end 
            else begin
                if(height==180 & lines[1] | height==300 & lines[2])
                    next = ~dir;
            end
     end   
endmodule
==> run.sh <==
#!/bin/bash
# OpenROAD 26Q1-2900-gdf79404cd8, Yosys 0.63+post, stock flow scripts
make -C /OpenROAD-flow-scripts/flow DESIGN_CONFIG=/design/flow/config.mk WORK_HOME=/design/flow/orfs finish
==> config.mk <==
export PLATFORM = sky130hd
export DESIGN_NAME = gavity_direction
export DESIGN_NICKNAME = gavity_direction
export VERILOG_FILES = /design/flow/design.v
export SDC_FILE = /design/flow/constraint.sdc
export NUM_CORES = 4
export LEC_CHECK = 1
export CORE_AREA = 10 10 70 70
export DIE_AREA = 0 0 80 80
==> constraint.sdc <==
current_design gavity_direction

set clk_period 1.6
set clk_io_pct 0.2

create_clock -name clk0 -period $clk_period [get_ports {clk}]

set non_clock_inputs [all_inputs -no_clocks]
set_input_delay [expr $clk_period * $clk_io_pct] -clock clk0 $non_clock_inputs
set_output_delay [expr $clk_period * $clk_io_pct] -clock clk0 [all_outputs]
==> impl_metrics.csv <==
group,metric,value,unit
cells_and_area,drive_gt1_share,14.29,%
sta,fin_setup_tns,0,ns
clock_tree,worstSkewPairLatency,0,ns
sta,max-slew-margin-rel,83.68,%
drt,drc_errors,0,
worst_setup_path,worstSetupPathType,"in2reg",
worst_setup_path,end_kind,"register",
synth,yosys.cell_types.count,12,
synth,yosys_area,126.4,um2
sta,worstMarginPinSlew,0.2427,ns
min_path,min_from,"dir$_SDFFE_PN0P_",
worst_setup_path,cp.arrival,1.44,ns
drt,avgViaCountPerCell,2.560,
global_routing,grt_max_degree,4,
power_and_ir_drop,total_power,79.08,uW
floorplan,num_io_pins,17,
sta,clock_skew,0,ns
min_path,worstHoldPathCells,2,
sta,fin_crit,1.522,ns
sta,hold_viol,0,
drt,wl,841,um
cells_and_area,largest_reg_flops,1,
synth,synth_area_per_cell,10.53,um2
floorplan,initCoreUtil,3.700,%
global_routing,grt_use_total,2.613,%
synth,yosysTopAreaCell,"dfxtp_1",
synth,yosys_cells,12,
worst_setup_path,critical_path.startpoint,"height[8]",
floorplan,core,3416,um2
worst_setup_path,critPathLaunchType,"primary input",
synth,synthCells,12,
power_and_ir_drop,p_leak,0.0001436,uW
synth,synth_flops,1,
placed_design,dp_hpwl,754.5,um
worst_setup_path,reg2reg_depth,2,
worst_setup_path,critPathMaxFanout,3,
synth,synth_top_area_share,15.84,%
global_routing,antenna_found_initial,1,
worst_setup_path,r2r-end,"dir$_SDFFE_PN0P_",
cells_and_area,top_register,"dir",
run_status,outcome,"finished clean",
min_path,holdPathEnd,"dir$_SDFFE_PN0P_",
clock_tree,clkTransAtPathRegs,0,ns
placed_design,port_buffers,16,
drt,wire_per_inst,11.21,um
power_and_ir_drop,powerDensity,217.9,nW/um2
sta,max_freq,657.2,MHz
placed_design,gp_congestion,0.8148,
cells_and_area,top_regs,"dir (1)",
worst_setup_path,reg2reg_from,"dir$_SDFFE_PN0P_",
sta,rsz0062_at_grt,"false",
global_routing,grt_pass1_wl,1.290,mm
flow_run,drv_cap,0,
synth,yosysSeqAreaShare,15.84,%
drt,drtPass1Iterations,2,
global_routing,grt-ovfl-total,0,
floorplan,chipArea,6400,um2
floorplan,row_count,21,
worst_setup_path,required,1.52,ns
global_routing,grt_pass1_vias,218,
sta,setup_viol,0,
synth,top_cells_by_area,"dfxtp_1 (16%), nor4b_2 (12%), a211oi_2 (9.9%)",
cells_and_area,areaGrowthSynthToFinish,187.1,%
sta,finalClockPeriodUsage,95.11,%
min_path,hold_class,"reg2reg",
sta,drv_slew,0,
synth,synth_warnings,1,
floorplan,die_h,80,um
flow_run,warning_count,28,
floorplan,die_w,80,um
cells_and_area,nFillCells,410,
worst_setup_path,rrSetupSlack,0.84,ns
drt,route.antenna.remaining_nets,0,
drt,drt_iter0_drc,13,
power_and_ir_drop,ir_drop,0.00005525,V
synth,synth_area,126.4,um2
drt,vias,192,
==> worst max path at each step <==
stage / depth (start not counted) / endpoint
after CTS: 4 / dir$_SDFFE_PN0P_
after global routing: 4 / dir$_SDFFE_PN0P_
final: 4 / dir$_SDFFE_PN0P_
==> final cells by class <==
type                            count  area, um2  share of cell area (%)
Sequential cell                     1      20.02                   5.517
Multi-Input combinational cell     10      111.4                   30.69
Inverter                            1      3.754                   1.034
Tap cell                           46      57.56                   15.86
Antenna cell                        1      2.502                  0.6897
Timing Repair Buffer               16      167.7                   46.21
==> worst max-delay path: stages <==
cell and delay [ns]:
clkdlybuf4s50_1 0.45, and4bb_2 0.24, a32o_1 0.22, a211oi_2 0.21
==> power breakdown <==
part	switching [uW]	internal, uW
Sequential	0.00741	25.5
Clock	0	0.00167
Combinational	15.1	38.5
Total	15.1	63.9
==> cell usage after synthesis, drive strengths merged <==
cell,n
and3b,2
a211oi,1
a31oi,1
a32o,1
and4b,1
and4bb,1
dfxtp,1
inv,1
nor4b,1
nor4bb,1
o31ai,1
==> routing by layer <==
metal  global-route usage, %  up-vias  part of all wire (%)
met4                       0        0                     0
met2                   2.889       14                    29
met5                       0        -                     0
li1                        -       87                     -
met3                   2.273        0                    21
met1                   3.772       91                    50
==> kinds of logic after synthesis <==
group / after synthesis / synth area share [%]
AND-OR/OR-AND: 4 / 28.72
flip-flops: 1 / 15.84
buffers and inverters: 1 / 2.967
AND/OR/NAND/NOR: 6 / 52.47
==> stage by stage <==
step | hold slack, ns | utilization, % | cell area [um2] | cells | setup WS, ns
finish | 0.5892 | 10.62 | 362.8 | 75 | 0.07831
global route | 0.6454 | 10.55 | 360.3 | 74 | 0.01756
detailed placement | 0.5917 | 10.07 | 344.1 | 74 | 0.05102
floorplan | 0.4645 | - | 126.4 | 12 | 0.6004
CTS | 0.5917 | 10.07 | 344.1 | 74 | 0.05101
global placement | 0.5982 | 10.07 | 344.1 | 74 | 0.05860
==> cell usage in the layout, fill, tap and decap left out, drive strengths merged <==
cell type,n
a211oi,1
a31oi,1
a32o,1
and3b,2
and4b,1
and4bb,1
clkdlybuf4s50,13
dfxtp,1
diode,1
dlymetal6s2s,3
inv,1
nor4b,1
nor4bb,1
o31ai,1
==> what timing repair did <==
action,in CTS,in global routing
hold buffers,0,0
setup endpoints to repair,0,1
gates resized,0,4
setup buffers,0,0
No activity file was given, so power comes from the tool's default toggle rates.
