==> flow/design.v <==
`timescale 1ns / 1ps
module move_player(clk, grav_dir, is_dead, lines,  height);
    input            clk;            
    input            grav_dir;       
    input            is_dead;        
    input      [2:0] lines;          
    output reg [8:0] height;         
    reg        [8:0] next;           
    initial begin
    height = 240;                    
    end
    always @ (posedge clk) begin
        if (is_dead==0)
            height <=next;
    end
    always @ (*) begin
        if (grav_dir==0) begin                                       
            if(height==120 & lines[0] | height==240 & lines[1])         
                next = height;                                         
            else
                next = height-1;                                       
        end 
        else begin                                                   
            if(height==180 & lines[1] | height==300 & lines[2])
                next = height;                                         
            else
                next = height+1;                                       
        end
    end
endmodule
==> flow/run.sh <==
#!/bin/bash
# OpenROAD 26Q1-2900-gdf79404cd8, Yosys 0.63+post, stock flow scripts
make -C /OpenROAD-flow-scripts/flow DESIGN_CONFIG=/design/flow/config.mk WORK_HOME=/design/flow/orfs finish
==> flow/config.mk <==
export PLATFORM = sky130hd
export DESIGN_NAME = move_player
export DESIGN_NICKNAME = move_player
export VERILOG_FILES = /design/flow/design.v
export SDC_FILE = /design/flow/constraint.sdc
export NUM_CORES = 4
export LEC_CHECK = 1
export CORE_AREA = 10 10 76 76
export DIE_AREA = 0 0 86 86
==> flow/constraint.sdc <==
current_design move_player

set clk_period 2.7
set clk_io_pct 0.2

create_clock -name clk0 -period $clk_period [get_ports {clk}]

set non_clock_inputs [all_inputs -no_clocks]
set_input_delay [expr $clk_period * $clk_io_pct] -clock clk0 $non_clock_inputs
set_output_delay [expr $clk_period * $clk_io_pct] -clock clk0 [all_outputs]
==> summary.txt <==
Summary of the current implementation state.

- In the final layout, the fill cell count is 428.
- The first global-routing pass estimated 2835 µm of wire.
- According to the floorplan report, the die width is 86 µm.
- On the reported timing paths, the clock transition at the registers reads 0.05 ns.
- The number of vias per cell is 4.193, for reference.
- The number of DRC violations after detailed routing is 0, for reference.
- The maximum frequency from static timing analysis is 402.6 MHz, for reference.
- The worst setup path is of the in2reg kind.
- The register with the highest flop count is height, for reference.
- Per the run report, area growth between synthesis and finish was 42.38%.
- The number of search-and-repair iterations in the first detailed-routing pass is 4, for reference.
- Row generation in the floorplan step produced 23 rows.
- The worst endpoint data arrival time is 2.46 ns, for reference.
- The worst pin sits at a relative slew slack of 0.7683.
- The cell count in the Yosys report is 75, for reference.
- The cell area after placement is 972.2 µm², for reference.
- The chip area from the yosys synthesis statistics is 714.4 µm², for reference.
- The endpoint type of the worst setup path is a flip-flop, for reference.
- In this run, synthesis produced a sequential element count of 9.
- The share of the core area taken by cells at floorplan is 0.1736.
- Setup repair after global routing left no endpoint under its margin.
- Post-synth the commonest register cell is sky130_fd_sc_hd__edfxtp_1.
- Entering global routing, the biggest net connects 10 pins.
- The number of warnings reported in the stage logs is 25.
- The proportion of synthesized flip-flops having asynchronous set or reset is 0, for reference.
- Yosys attributes the largest share of cell area to sky130_fd_sc_hd__edfxtp_1, sky130_fd_sc_hd__ha_1, sky130_fd_sc_hd__a21oi_1, sky130_fd_sc_hd__xnor2_1, sky130_fd_sc_hd__inv_1.
- The count of hold-fix buffers inserted at cts is 0, for reference.
- The tally of max-capacitance violations is 0, for reference.
- The CTS tree is done, for reference.
- Registers take 270.3 µm².
- In the finished design, the share of the clock period the worst path needs comes to 0.9201.
- The post-route standard cell area excluding fillers is 1017 µm², for reference.
- The distinct cell type count of the synthesized netlist is 26, for reference.
- The antenna cell count is 0, for reference.
- The area of the die is 7396 µm², for reference.
- The biggest area consumer among synthesized cells is sky130_fd_sc_hd__edfxtp_1, for reference.
- The final hold violation count recorded for this run is 0.
- The via count of the first global-routing pass is 617, for reference.
- The HPWL after detailed placement is 1383 µm, for reference.
- The clock skew is 0.005159 ns, for reference.
- The pin slew with the least headroom to its limit is 0.3455 ns, for reference.
- The final-report max-slew violation count is 0, for reference.
- Counting the warning lines in the Yosys log gives 1.
- The global routing usage summed across all routing layers is 0.04673, for reference.
- The largest fanout on the critical path is 7, for reference.
- The footprint of the multi-input gates is 412.9 µm², for reference.
- The number of gates resized after CTS was 0.
- The global route stage reports its total congestion overflow as 0.
- The count of library flops with an enable pin is 9, for reference.
- The run finished with clean final reports.
- The detail-routed net length per standard cell is 11.73 µm, for reference.
- In the final layout, the share of cells above drive strength 1 is 0.1100.
- The post-synthesis cell count is 75, for reference.
- The report lists the power per cell area as 1019 nW/µm².
- Per the OpenROAD floorplan log, the height of the die is 86 µm.
- The number of antenna violations at the first check in global routing is 0, for reference.
- The tree built by TritonCTS fans out to 9 sinks.
- The CTS H-tree depth is 1, for reference.
- The required time of the worst setup path is 2.68 ns, for reference.
- The share of synthesized area occupied by flip-flops and latches is 0.3783, for reference.
- The count of input and output buffers is 14, for reference.
- The routability congestion estimate is 0.8873, for reference.
- The share of synthesized area in the top cell type comes to 0.3783.
- The mean post-synth cell area is 9.526 µm², for reference.
- In this run the standard cell core region covers 4115 µm².
- In the final layout, the registers with the most flip-flops are height (9).
- The maximum buffer depth of the clock tree is 2, for reference.
- Summing every instance area after synthesis gives 714.4 µm².
- VDD sags by at most 237.4 µV.
- STA reports the tightest min-delay check as being of type reg2reg.
- Summed over all layers, the routed wires come to 1760 µm.
- The sum of negative setup slack is 0 ns, for reference.
- The clock period minus worst slack is 2.484 ns, for reference.
- Nets still carrying antenna violations after routing amount to 0.
- Clock latency on the worst-skew pair, taken at its later pin, is 0.23 ns.
- Clock tree synthesis inserted a total of 3 buffers.
- Detailed routing inserted a total of 629 vias.
- The count of endpoints failing setup in the final report is 0, for reference.
- Detailed-route iteration 0 reported a violation count of 33.
- Per the CTS log, the root buffer master is sky130_fd_sc_hd__clkbuf_8.
- The register with the most flip-flops in the layout has 9 of them.
- The number of buffers inserted to repair setup after CTS is 0, for reference.
- The leakage power of the design is 0.4081 nW, for reference.
- The number of top-level pins is 15, for reference.
- STA classifies the critical path startpoint as a primary input.
## path summary, 6_finish.rpt
kind,endpoint,cells past startpoint,startpoint,slack [ns]
setup / recovery,height[8],7,grav_dir,0.22
hold / removal,height[0],1,height[0],0.67
setup reg to reg,height[8],6,height[0],0.62
hold reg to reg,height[0],1,height[0],0.67
## worst max-delay path, stage by stage
cell and delay (ns):
sky130_fd_sc_hd__clkdlybuf4s50_1 0.54, sky130_fd_sc_hd__inv_1 0.16, sky130_fd_sc_hd__ha_1 0.41, sky130_fd_sc_hd__nand3_1 0.13, sky130_fd_sc_hd__a211oi_1 0.31, sky130_fd_sc_hd__nor4_1 0.10, sky130_fd_sc_hd__a211o_1 0.27
## synth_stat cells, drive strengths merged (2+ instances only)
cell type and n:
nand2 3, a211oi 3, nand2b 2, nor3 3, a21oi 9, a311o 2, xnor2 4, a21o 2
o21ai 2, ha 7, nand3 2, edfxtp 9, inv 7, nor4 2, nor2 7
## power breakdown
group          total [W]  internal, W  leakage, nW  switching (W)
Combinational   0.000563     0.000322        0.298       0.000241
Clock           0.000161     0.000103       0.0228      0.0000575
Sequential      0.000313     0.000244       0.0878      0.0000684
## kinds of logic (layout without fill, tap and decap cells)
kind of cell,after synthesis,count (layout),share of synthesized area
AND-OR/OR-AND,23,23,0.2137
buffers and inverters,8,33,0.04378
XOR/XNOR,5,5,0.06129
flip-flops,9,9,0.3783
adder cells (fa/ha/maj),8,8,0.1506
AND/OR/NAND/NOR,22,22,0.1524
## per-stage QoR
stage	utilization	setup slack, ns	power, W	cells	hold slack, ns
finish	0.2472	0.2158	0.001036	150	0.6667
global route	0.2472	0.09441	0.001128	150	0.7395
CTS	0.2472	0.2240	0.001042	150	0.6755
detailed placement	0.2362	0.001580	0.0008772	146	0.6673
global placement	0.2362	0.03700	0.0008705	146	0.6611
floorplan	-	0.6096	0.0006359	75	0.5904
## area by class of cell
class	instances	area share
clock buffer	4	0.04428
inverter	7	0.02583
multi-input combinational	58	0.4059
sequential	9	0.2657
tap	50	0.06150
timing repair buffer	22	0.1968
## cell usage in the layout (no fill, tap or decap), drive strengths merged
master         instances
inv                    7
a211o                  1
nor2                   7
edfxtp                 9
a211oi                 3
clkdlybuf4s50         14
clkbuf                 4
o21bai                 1
nand2                  3
fa                     1
ha                     7
xnor2                  4
a21oi                  9
and2                   1
a31oi                  1
nand2b                 2
nor4                   2
and4                   1
o21ai                  2
a21o                   2
o31ai                  1
nand3                  2
xor2                   1
nor2b                  1
buf                    8
a311o                  2
nor3                   3
a221o                  1
## routing by layer
metal,global-route usage,wire (µm)
met4,0.002994,0
met2,0.06897,674
met1,0.05611,864
met3,0.03432,221
met5,0,0
No activity file was given, so power comes from the tool's default toggle rates.
